--- ./design.v ---
`timescale 1ns / 1ps
module SRA(
    input [15:0] A,
    input [3:0] SHAMT,
    output [15:0] OutputSRA
    );
    reg [15:0] result;
    integer i;
    always@* begin
        result = (A[15] == 1) ? {16{1'b1}} : {16{1'b0}}; 
        for (i = 0; i < 16; i = i + 1) begin
            if (i + SHAMT < 16) begin
                result[i] = A[i + SHAMT];
            end
        end
    end
    assign OutputSRA = result;
endmodule
--- ./run.sh ---
#!/bin/bash
# OpenROAD 26Q1-2900-gdf79404cd8, Yosys 0.63+post, stock flow scripts
make -C /OpenROAD-flow-scripts/flow DESIGN_CONFIG=/design/flow/config.mk WORK_HOME=/design/flow/orfs finish
--- ./config.mk ---
export PLATFORM = sky130hd
export DESIGN_NAME = SRA
export DESIGN_NICKNAME = SRA
export VERILOG_FILES = /design/flow/design.v
export SDC_FILE = /design/flow/constraint.sdc
export NUM_CORES = 4
export LEC_CHECK = 1
export CORE_AREA = 10 10 90 90
export DIE_AREA = 0 0 100 100
--- ./constraint.sdc ---
current_design SRA

set clk_period 2.3
set clk_io_pct 0.2

create_clock -name clk0 -period $clk_period

set non_clock_inputs [all_inputs -no_clocks]
set_input_delay [expr $clk_period * $clk_io_pct] -clock clk0 $non_clock_inputs
set_output_delay [expr $clk_period * $clk_io_pct] -clock clk0 [all_outputs]
==> impl_metrics.toml <==
# physical design summary
[critical_path]
cp.depth = 7
worst_setup_path_start_kind = "input pin"
critPathSlowestCell = "clkdlybuf4s50_1"
crit_top_cell = "nand2_1"
endpoint_kind = "output port"
crit_required_ps = 1840
arrival_ps = 1790
critical_path.max_fanout = 8
crit_chain = "dlygate4sd2_1, buf_6, or2_4, buf_4, nand2_1, nand2_1, clkdlybuf4s50_1"
critPathKind = "in2out"
crit_family = "buffers and inverters"
cp_slowest_stage_delay_ps = 400
critPathBufInv = 4

[pwr]
power.density_nw_per_um2 = 206
p_int_mw = 0.195
pwr-share-comb_pct = 100.0
leakage_nw = 0.738
clkPwrFrac_pct = 0
seq_power_share_pct = 0
p_sw_mw = 0.147
vdd.ir_drop.worst_v = 0.0000783
power.share.switching_pct = 42.9

[route]
drtAntennaViolNets = 0
totalWireLength_mm = 3.85
drc = 0
via_per_inst = 4.63
vias = 1259
antenna-diode-count = 0
drtIter0Drc = 45
dr.pass1.iters = 4
wl_per_cell_um = 14.2

[sta]
hold_ws_ps = 1420
slew_headroom_pct = 81.5
min_period_over_period_pct = 97.8
hold_violations = 0
fmax_ghz = 0.445
period_needed_ps = 2250
rsz0062_at_grt = "true"
setup_viol = 0
maxSlewViolCount = 0
tightestPinTransition_ps = 270

[global_route]
first_global_vias = 1212
grt-ovfl-total = 0
groute.usage.overall_pct = 7.25
grt_first_pass_wirelength_mm = 6.07
grt_antenna_before_repair = 0
grt_max_degree = 12

[synthesis]
synth.cell_area_um2 = 868
ys_warn_count = 1
synth.distinct_cells = 35
synth_area_per_cell_um2 = 7.00
top_cells_by_count = "nand2_1, mux2i_1, nor2_1"
ys_area_um2 = 868
ys_seq_share_pct = 0
yosysMostFrequentCell = "nand2_1"
ys_cells = 124
yosys.area.top_type = "mux2i_1"
synthCells = 124
topCellsByArea = "mux2i_1, mux4_2, nand2_1, mux4_1, a21oi_1"
top_area_share_pct = 17.3

[run_status]
outcome = "complete, no violations"

[worst_hold_path]
hold_path_depth = 5
hold_class = "in2out"

[place]
port_buffers = 36
finalWeightedCongestion = 0.918
hpwl_mm = 2.95

[cells_and_area]
fillCellCount = 661
ff_count = 0
seq_area_um2 = 0
syn_to_final_growth_pct = 90.5
logic_area_um2 = 841
final_core_util_pct = 26.4
drive_gt1_share_pct = 48.2
nClkBuffers = 0

[floorplan]
io_pins = 36
rows = 29
initial_core_util_pct = 13.8
fp.dieH_um = 100
fp.coreArea_um2 = 6280
die_w_um = 100
dieArea_um2 = 10000

[run]
tool_warnings = 34
cap_violations = 0

[clock_network]
postCtsHoldBufs = 0
==> power by group through the flow <==
stage | sequential [mW] | clock (mW) | combinational, mW
finish | 0 | 0 | 0.341
global route | 0 | 0 | 0.374
CTS | 0 | 0 | 0.329
==> area by class of cell <==
class | instances | share of cell area [%]
multi-input cells | 107 | 50.8
inverters | 2 | 0.681
well taps | 77 | 5.82
repair buffers | 86 | 42.7
==> metrics by stage <==
| stage | cell area [um2] | setup slack (ps) | TNS, ps | instances | total power [mW] |
|---|---|---|---|---|---|
| after global routing | 1650 | -20.6 | -55.4 | 272 | 0.374 |
| after CTS | 1610 | -88.9 | -116 | 266 | 0.329 |
| final | 1650 | 51.5 | 0 | 272 | 0.341 |
| after detailed placement | 1470 | -672 | -8630 | 251 | 0.306 |
| after floorplan | 868 | 320 | 0 | 124 | 0.139 |
| after global placement | 1470 | -679 | -8630 | 251 | 0.307 |
==> cell families after synthesis <==
family | count (synthesis) | share of synthesized area, %
compound gates | 36 | 26.5
mux | 24 | 38.9
simple gates | 47 | 24.9
buf+inv | 17 | 9.65
==> layout by cell type (no fill, tap or decap), types with 2 or more instances in the layout <==
cell type,synthesis,final
a31oi_1,4,4
o21ai_0,7,3
mux2i_1,15,11
clkdlybuf4s50_1,0,5
clkbuf_2,1,4
o211ai_1,4,4
dlygate4sd2_1,0,8
o21ai_1,0,4
buf_2,3,12
clkdlybuf4s15_1,0,2
nor2b_1,2,2
nor2_2,0,2
buf_8,0,2
buf_4,0,41
mux4_2,5,7
nor2_1,12,9
a21oi_1,9,8
buf_6,2,7
dlymetal6s2s_1,0,3
mux2i_2,0,4
nand2_1,18,18
nand3_1,4,4
a22oi_1,2,2
==> metal layers <==
layer  wire length (um)  up-vias  global-route usage, %
met1               1770      595                   10.1
met2               1670       53                   11.5
li1                   -      611                      -
met5                  0        -                      0
met4                  0        0                  0.326
met3                410        0                   1.94
==> path summary, 6_finish.rpt <==
kind	start	end	slack (ps)
setup / recovery	SHAMT[3]	OutputSRA[12]	50
hold / removal	A[15]	OutputSRA[11]	1420
==> what timing repair did <==
action / in CTS / in global routing
pin swaps: 14 / 6
gates resized: 91 / 27
endpoints found under the setup margin: 15 / 12
buffers inserted: 15 / 7
Power and IR drop assume default switching activity.
