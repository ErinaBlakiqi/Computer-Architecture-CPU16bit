## config.mk

```make
export PLATFORM = sky130hd
export DESIGN_NAME = RegisterFile
export DESIGN_NICKNAME = RegisterFile
export VERILOG_FILES = /design/flow/design.v
export SDC_FILE = /design/flow/constraint.sdc
export NUM_CORES = 4
export LEC_CHECK = 1
export CORE_UTILIZATION = 50
```

## design.v

```verilog
`timescale 1ns / 1ps
module RegisterFile(
input wire[1:0] RS,
    input wire[1:0] RT,
    input wire[1:0] RD,
    input wire[15:0] WriteData,
    input wire RegWrite,
    input wire Clock,
    output wire[15:0] ReadRS,
    output wire[15:0] ReadRT
    );
    reg[15:0] Registers[3:0];  
integer i;
initial 
begin
for(i=0;i<4;i=i+1)
   Registers[i] <= 16'd0; 
end
always @(posedge Clock)
begin
Registers[RD] <= WriteData;
end
assign ReadRS = Registers[RS];
assign ReadRT = Registers[RT];
endmodule
```

## constraint.sdc

```tcl
current_design RegisterFile

set clk_period 2.9
set clk_io_pct 0.2

create_clock -name clk0 -period $clk_period [get_ports {Clock}]

set non_clock_inputs [all_inputs -no_clocks]
set_input_delay [expr $clk_period * $clk_io_pct] -clock clk0 $non_clock_inputs
set_output_delay [expr $clk_period * $clk_io_pct] -clock clk0 [all_outputs]
```

## run.sh

```bash
#!/bin/bash
# OpenROAD 26Q1-2900-gdf79404cd8, Yosys 0.63+post, stock flow scripts
make -C /OpenROAD-flow-scripts/flow DESIGN_CONFIG=/design/flow/config.mk WORK_HOME=/design/flow/orfs finish
```

==> run notes <==
run metrics: fin crit period=2710 ps, Routed wire per std cell=19.7 um, Ports=56, Via density=5.77, Synth Instances=108, Most flops, register=Registers, CP Launch Type=input pin, # diodes=0, Post-synth seq share=68.8%, metal2 WL=2.53 mm, CTS Buf Count=9, die width=76.7 um, antenna violations before repair=0, final tally of max-slew violations=0, slowest stage cell, crit path=mux4_2, crit path DAT=2130 ps, Hold Crit Class=input pin to register, PortBufs=54, first-pass GRT wire length=7.52 mm, grt total ovfl=0, DRT antenna net count=0, setup violators final=0, total die area=5890 um2, Worst-path clk slew=60 ps, Pwr per Cell Area=562 nW/um2, Unique cell types=9, share of cells above drive strength 1=24.9%, crit path from=RS[0], GPL Wtd Cong=0.729, ys cells=108, Clock Sinks=64, DR DRC count=0, Post-DP Area=3450 um2, CP endpoint=ReadRS[4], Met3 Wirelength=667 um, fin util=70.4%, largest net degree at the start of global routing=17, postcts setup bufs=0, clock root buffer=clkbuf_8, Filler cells=319, Hold Violations, Final=0, CTS Hold Bufs=0, critical path capture point type=output pin, Setup Total Neg Slack=0 ps, vias in the first global route=1596, DR vias=1448, synthesis area per yosys=2790 um2, Period Utilization, post-route=93.6%, Max clock buf depth=2, final WL=4.95 mm, initial DRC count=60, detailed placement HPWL=3.09 mm, status=finished, final reports clean, post-route cell area=3690 um2, Largest register FFs=64, Worst Tran Pin Value=356 ps, M1 wire length=1.68 mm, Setup Slack @ Placement=4.77 ps, Log Warnings=27, H-tree Lvls=3, Synth-to-Final Area Change=32.0%, core footprint=5240 um2, synthesized area per cell=25.9 um2, synth warn=1, fp util=53.3%, CP Cell Sequence=dlygate4sd2_1 > bufbuf_16 > mux4_2 > clkdlybuf4s50_1, unrepaired setup endpoints after global routing=no, CTS tree=yes, Setup WS post-layout=186 ps, biggest regs=Registers x64, GRT Util Overall=20.0%, row count=26, Cell Area, Synth=2790 um2, uppermost layer routed=met4, drt first pass iters=4, chip height=76.7 um, worst-path fanout max=8, worst stage delay on the critical path=500 ps, Peak VDD IR=385 uV, Max Cap Viol=0, Leak=1.27 nW, slew margin rel.=76.1%, WP data required=2320 ps, max frequency=368 MHz, Setup CP Type=input pin to output pin, Yosys reg bits=64
-- cells by family (layout without fill, tap and decap cells) --
kind of cell | Yosys count | after routing | synth area share, %
buffers and inverters | 8 | 81 | 2.96
flip-flops | 64 | 64 | 68.8
multiplexers | 32 | 32 | 27.4
AND/OR/NAND/NOR | 4 | 4 | 0.806
-- power by group --
group	switching [W]	total, W	internal (W)	leakage [nW]
clock	0.000290	0.000673	0.000384	0.0902
sequential	0.0000243	0.00111	0.00109	0.601
combinational	0.0000810	0.000285	0.000204	0.576
total	0.000395	0.00207	0.00168	1.27
-- worst min-delay path by stage --
stage / start / to / depth (start not counted)
after CTS: WriteData[12] / Registers[3][12]$_DFFE_PP_ / 1
after global routing: WriteData[2] / Registers[3][2]$_DFFE_PP_ / 1
final: WriteData[2] / Registers[1][2]$_DFFE_PP_ / 1
-- routing by layer --
metal	global-route usage, %	vias to the layer above
li1	-	638
met1	28.7	705
met2	29.2	98
met3	13.9	7
met4	3.08	0
met5	0	-
-- synth_stat cells --
library cell | instances | area (um2)
and2_1 | 1 | 6.26
mux4_1 | 12 | 315
buf_12 | 2 | 40.0
buf_2 | 4 | 20.0
nor2b_1 | 2 | 12.5
edfxtp_1 | 64 | 1920
mux4_2 | 20 | 450
nor2_1 | 1 | 3.75
buf_6 | 2 | 22.5
-- cell usage in the layout, fill, tap and decap left out, types with 2 or more instances in the layout --
cell type,synthesis,layout
buf_12,2,3
buf_4,0,6
clkbuf_8,0,9
clkdlybuf4s50_1,0,52
clkinv_1,0,4
edfxtp_1,64,64
mux4_1,12,12
mux4_2,20,20
nor2b_2,0,2
-- critical path, delay by kind of cell --
kind                   cells  cell delay (ps)
buffers and inverters      3             1050
muxes                      1              500
-- stage by stage --
stage          instances  power (W)  hold slack (ps)
5_1_grt              251    0.00216              876
3_5_place_dp         233    0.00141             1210
2_1_floorplan        108    0.00124              679
3_3_place_gp         233    0.00140             1200
6_report             251    0.00207              884
4_1_cts              250    0.00209              867
-- cell type report --
class / instances / area, um2 / share of cell area, %
flip-flops and latches: 64 / 1920 / 52.1
clock inverters: 6 / 50.0 / 1.36
clock buffers: 10 / 128 / 3.46
well taps: 70 / 87.6 / 2.38
multi-input cells: 36 / 796 / 21.6
repair buffers: 65 / 704 / 19.1
-- what timing repair did --
item,in CTS,in global routing
endpoints found under the hold margin,0,0
endpoints found under the setup margin,1,4
gates resized,1,1
gates cloned,1,1
No activity file was given, so power comes from the tool's default toggle rates.
